--- flow/run.sh ---
#!/bin/bash
# OpenROAD 26Q1-2900-gdf79404cd8, Yosys 0.63+post, stock flow scripts
make -C /OpenROAD-flow-scripts/flow DESIGN_CONFIG=/design/flow/config.mk WORK_HOME=/design/flow/orfs finish
--- flow/config.mk ---
export PLATFORM = sky130hd
export DESIGN_NAME = display8digit
export DESIGN_NICKNAME = display8digit
export VERILOG_FILES = /design/flow/design.v
export SDC_FILE = /design/flow/constraint.sdc
export NUM_CORES = 4
export LEC_CHECK = 1
export CORE_AREA = 10 10 104 104
export DIE_AREA = 0 0 114 114
--- flow/constraint.sdc ---
current_design display8digit

set clk_period 4.7
set clk_io_pct 0.2

create_clock -name clk0 -period $clk_period [get_ports {clk}]

set non_clock_inputs [all_inputs -no_clocks]
set_input_delay [expr $clk_period * $clk_io_pct] -clock clk0 $non_clock_inputs
set_output_delay [expr $clk_period * $clk_io_pct] -clock clk0 [all_outputs]
--- flow/design.v ---
`timescale 1ns / 1ps
`default_nettype none
module display8digit(
    input wire [31:0] val,
    input wire clk,
    output logic [7:0] segments,
    output logic [7:0] digitselect
    );
	logic [31:0] c = 0;					 
	logic [2:0] toptwo;
	logic [3:0] value4bit;
	always_ff @(posedge clk)
		c <= c + 1'b 1;
	assign toptwo[2:0] = c[19:17];		 
	assign digitselect[7:0] = ~ (  			 
					   toptwo == 3'b000 ? 8'b 00000001  
				     : toptwo == 3'b001 ? 8'b 00000010
				     : toptwo == 3'b010 ? 8'b 00000100
				     : toptwo == 3'b011 ? 8'b 00001000
				     : toptwo == 3'b100 ? 8'b 00010000  
                     : toptwo == 3'b101 ? 8'b 00100000
                     : toptwo == 3'b110 ? 8'b 01000000
                     : 8'b 10000000 );
	assign value4bit   =   (
				  toptwo == 3'b000 ? val[3:0]
				: toptwo == 3'b001 ? val[7:4]
				: toptwo == 3'b010 ? val[11:8]
				: toptwo == 3'b011 ? val[15:12] 
				: toptwo == 3'b100 ? val[19:16]
                : toptwo == 3'b101 ? val[23:20]
                : toptwo == 3'b110 ? val[27:24]
                : val[31:28]);
	hexto7seg myhexencoder(value4bit, segments);
endmodule
`timescale 1ns / 1ps
`default_nettype none
module hexto7seg(
   input wire [3:0] X,
   output logic [7:0] segments
);
   assign segments = ~(                                  
            X == 4'h0 ? 8'b11111100      
          : X == 4'h1 ? 8'b01100000
          : X == 4'h2 ? 8'b11011010
          : X == 4'h3 ? 8'b11110010
          : X == 4'h4 ? 8'b01100110
          : X == 4'h5 ? 8'b10110110
          : X == 4'h6 ? 8'b10111110
          : X == 4'h7 ? 8'b11100000
          : X == 4'h8 ? 8'b11111110
          : X == 4'h9 ? 8'b11110110
          : X == 4'ha ? 8'b11101110
          : X == 4'hb ? 8'b00111110
          : X == 4'hc ? 8'b10011100
          : X == 4'hd ? 8'b01111010
          : X == 4'he ? 8'b10011110
          : X == 4'hf ? 8'b10001110
          : 8'b00000001 );             
endmodule
==> results.cfg <==
; generated from flow reports
[die]
fp-row-count = 34
fp.coreArea_sq_um = 8680
die_w_microns = 114
io_pins = 49
die_area_sq_um = 13000
die_y_microns = 114
fp_util_pct = 14.6

[power]
switching_power_mw = 0.0604
power_frac_comb_pct = 8.4
p_sw_share_pct = 16.4
internal-power_mw = 0.308
peakVddDrop_uv = 202
clkPwrFrac_pct = 45.7
power_frac_seq_pct = 45.9
power_density_nw_per_um2 = 193
p_leak_nw = 0.606

[cts]
cts_root_buffer = clkbuf_8
numCtsBuffers = 3
path_clk_slew_ns = 0.07
clock-sinks = 20
clock_latency_ns = 0.26
cts-resized-gates = 0
postCtsSetupBuffers = 0
cts_tree = done
hold_buffers = 0
htreeDepth = 1
cts_max_path_buffers = 2

[drt]
detail_route.wirelength_mm = 3.39
vias = 1174
diodes = 0
wl_per_cell_microns = 11.1
met1_length_mm = 1.62
routed.top_layer = met4
drt_first_pass_iters = 4
met2_length_mm = 1.51
routed_via_density = 3.84
drt_iter0_markers = 71
ant_nets = 0
drc = 0
route.met3.wl_microns = 255

[synthesis]
seq_area_frac_synth_pct = 31.6
syn_inst = 150
synth_area_per_cell_sq_um = 8.46
yosys-stat-cells = 150
top_cell_area_share_pct = 31.6
yosysWarnings = 1
ys_types = 35
ys_ff = 20
synth_area_sq_um = 1270
area_leaders = dfxtp_1 32%, mux2i_1 13%, xnor2_1 11%
yosys_area_sq_um = 1270
yosysTopAreaCell = dfxtp_1

[placement]
dp_hpwl_mm = 2.80
routabilityCongestion = 0.857
port-buffer-count = 47
place_inst = 302

[critical_path]
critPathArrivalTime_ns = 2.88
worstSetupPathType = primary input to primary output
end_kind = primary output
cp_max_fo = 5
start_kind = primary input
cp.required_ns = 3.76

[grt]
grt_overflow = 0
grt_usage_pct = 5.05
grt_pass1_vias = 1184
antenna_found_initial = 0
grt_pass1_wl_mm = 5.59
grt_max_degree = 16

[hold_path]
hold_path_class = register to register

[layout]
drive_gt1_share_pct = 7.07
reg.largest.list = c (20)
max_flop_register = c
most-common-layout-cells = 47 x clkdlybuf4s50_1, 30 x nand2_1, 20 x dfxtp_1
lay_top_count = clkdlybuf4s50_1
areaGrowthSynthToFinish_pct = 50.6
stdcell_count = 306
largest_reg_flops = 20

[run_status]
status = completed

[final_timing]
relSlewSlack_pct = 60.1
final.min_clock_period_ns = 3.82
rsz0062_at_grt = false
fmaxAchievable_mhz = 262
tightest_slew_ns = 0.597
tns_ns = 0
period_used_pct = 81.3
drv_slew = 0
hold_violations = 0
setup_violations = 0
fin_skew_ns = 0.00579

[flow_run]
warning_count = 25
drv_cap = 0
-- path summary, 6_finish.rpt --
kind | from | end | slack (ns) | cells after the start
min reg2reg | c[0] | c[0] | 0.44 | 1
max reg2reg | c[2] | c[19] | 3.08 | 6
min | c[0] | c[0] | 0.44 | 1
max | val[3] | segments[7] | 0.88 | 8
-- stage by stage --
step	area [sq um]	setup slack [ns]	total power, mW	hold WS [ns]	utilization [%]
finish	1910	0.880	0.369	0.439	22.0
CTS	1910	0.858	0.373	0.437	22.0
global route	1910	0.693	0.384	0.462	22.0
global placement	1840	0.873	0.204	0.419	21.2
detailed placement	1840	0.869	0.204	0.425	21.2
floorplan	1270	1.92	0.178	0.395	-
-- logic make-up after synthesis --
group	after synthesis	synth area share, %
mux	16	12.6
xor+xnor	19	13.1
simple gates	75	30.1
buf+inv	6	3.94
flops	20	31.6
other cells	1	0.296
fa+ha+maj	1	0.986
compound gates	12	7.40
-- cell usage after synthesis (all sizes together) --
cell type and instances:
o211ai 2, nand3 11, and3 5, xnor2 16, mux2i 16, inv 2
a21oi 1, and2b 2, nand2b 3, buf 3, conb 1, nor2 11
clkbuf 1, dfxtp 20, o21ai 3, nand4 5, xor2 3, and2 2
o22ai 2, nand2 31, o2bb2ai 1, ha 1, and4 3, a22oi 3
or3 2
-- final cells by class --
cell class | instances | area [sq um]
Clock inverter | 1 | 30.0
Sequential cell | 20 | 400
Timing Repair Buffer | 48 | 478
Multi-Input combinational cell | 124 | 818
Inverter | 2 | 7.51
Clock buffer | 3 | 41.3
Fill cell | 950 | 6770
Tap cell | 108 | 135
-- worst max-delay path, cell delays in order --
cell and delay [ns]:
clkdlybuf4s50_1 0.46, mux2i_1 0.06, nand2_1 0.10, and4_1 0.29
nor2_1 0.10, or3_1 0.37, o211ai_2 0.08, clkdlybuf4s50_1 0.48
-- layer usage --
layer / global-route usage, % / up-vias
met3: 1.44 / 2
li1: - / 612
met4: 0.251 / 0
met1: 6.93 / 526
met5: 0 / -
met2: 8.09 / 34
-- power by group through the flow --
stage / registers [mW] / logic, mW / clock network (mW)
CTS: 0.169 / 0.0313 / 0.172
global route: 0.169 / 0.0334 / 0.181
finish: 0.169 / 0.0310 / 0.168
Power is estimated from default activity; no workload was simulated.
